File: /design/flow/run.sh
#!/bin/bash
# OpenROAD 26Q1-2900-gdf79404cd8, Yosys 0.63+post, stock flow scripts
make -C /OpenROAD-flow-scripts/flow DESIGN_CONFIG=/design/flow/config.mk WORK_HOME=/design/flow/orfs finish
File: /design/flow/config.mk
export PLATFORM = sky130hd
export DESIGN_NAME = AudioADC
export DESIGN_NICKNAME = AudioADC
export VERILOG_FILES = /design/flow/design.v
export SDC_FILE = /design/flow/constraint.sdc
export NUM_CORES = 4
export LEC_CHECK = 1
export CORE_UTILIZATION = 30
File: /design/flow/constraint.sdc
current_design AudioADC

set clk_period 4.3
set clk_io_pct 0.2

create_clock -name clk0 -period $clk_period [get_ports {AUD_BCLK}]

set non_clock_inputs [all_inputs -no_clocks]
set_input_delay [expr $clk_period * $clk_io_pct] -clock clk0 $non_clock_inputs
set_output_delay [expr $clk_period * $clk_io_pct] -clock clk0 [all_outputs]
File: /design/flow/design.v
module AudioADC(
input clk, 
input rst, 
input AUD_BCLK, 
input AUD_ADCLRCK, 
input AUD_ADCDAT, 
output reg done, 
output reg [31:0]data 
);
initial data = 32'd0;
parameter 
START = 4'd0,
WAIT = 4'd1,
BITS = 4'd2,
DONE = 4'd3,
BAD = 4'd4;
reg [3:0]s;
reg [3:0]ns;
reg [4:0]countADCBits;
initial countADCBits = 5'd31;
reg [31:0]tempData;
always @ (posedge AUD_BCLK or negedge rst)
begin
	if(rst == 0)
		begin
			s <= START;
			countADCBits <= 5'd31;
		end
	else
		begin
			s <= ns;
			case(s)
				BITS:
					begin
						countADCBits <= countADCBits - 5'd1;
						tempData[countADCBits] <= AUD_ADCDAT;
					end	
				DONE:
					begin
						countADCBits <= 5'd31;
						data <= tempData;
					end
			endcase
		end
end
always @ (*)
begin
	done = 1'b0;
	case (s)
		START:
			begin
				ns = WAIT;
			end
		WAIT:
			begin
				ns = WAIT;
				if(AUD_ADCLRCK == 1)
					ns = BITS;
			end
		BITS:
			begin
				ns = BITS;
				if(countADCBits == 0)
					ns = DONE;
			end
		DONE:
			begin
				done = 1'b1;
				ns = WAIT;
			end
		BAD:
			begin
				ns = BAD;
			end
		default:
			begin
				ns = BAD;
			end
	endcase
end
endmodule
==> run notes <==
Update from the flow run.

On the worst path, the slowest cell contributes a delay of 0.65 ns. The total of flip-flops plus latches after synthesis is 73. The most numerous cell type found on the critical path is sky130_fd_sc_hd__ha_1. The script parses the final routing iteration and logs DRC violations as 0.

The data required time at the worst endpoint is around 4.4 ns. The synthesized design contains between 60 and 70 enable-type register cells. Walking the worst path, the cells encountered are inv_1 > ha_1 > nor3b_1 > ha_1 > nor2b_1 > mux2i_1 > buf_4 > or4b_1 > mux2_4. The smallest clock period supported by the final layout is computed as around 3.0 ns.

The via density per instance is 4.43. The family of cells with the greatest summed delay on the critical path is simple AND/OR/NAND/NOR gates. The DRC marker count from the first detailed-route iteration is 83.

The number of detailed-route iterations in the first pass is 4. Measured against its own limit, the worst slew margin works out to 0.458. For this sky-water flow run, the detailed-routed wirelength per cell is reported as roughly 13 µm.

The number of hold buffers added after cts is 0. At the placement stage, the worst setup path has a slack of roughly 1.3 ns. At the end of the flow the core is filled with cells to 0.383. The async set-reset flop share out of synthesis is 0.123. The placement report lists the number of port buffers as 36. The total power per unit cell area is 584 mW/mm². The static power due to leakage is 1.27 nW. Per the OpenROAD floorplan log, the width of the die is a little over 100 µm. The final cell count without fillers is 390. In the final report, the number of hold violations comes to 0.

The core footprint is between 0.009 and 0.01 mm². For reference, the most critical setup path is categorized as flip-flop to flip-flop. The capturing element type of the critical path is a flip-flop.

The combined global-route utilization of all metal layers is 0.109. The total detailed-routing wirelength is about 5.0 mm. The detailed router placed 1,727 vias in this run.

In this run, distinct cell masters in the synthesized netlist total 31. Entering global routing, the biggest net connects 21 pins. The number of instances resized during post-cts repair is 0. The post-detailed-placement half-perimeter wirelength is 3.25 mm. Setup repair after global routing left no endpoint under its margin.

Counting pins that exceed their max-slew limit in the final report gives 0. The number of antenna diodes is 0. STA classifies the critical path startpoint as a flip-flop. The layout summary lists the proportion of cells stronger than drive strength 1 as 0.179. The number of nets with antenna violations after detailed routing is 0. The number of cells in Yosys stat is 209. The total number of warnings across the stage logs is 28. The final number of setup-violating endpoints is 0. The final weighted congestion of routability-driven global placement is 0.741. The clock insertion delay at the later pin of the skew report is 0.34 ns. Summing internal, switching and leakage power gives 0.00219 W. The post-synthesis cell count is 209. The first global-routing pass estimated 8.34 mm of wire. The cell area after technology mapping is 0.00303 mm². The number of buffer and inverter stages on the critical path is 2. The buffer levels on the longest clock path is 2. The global-route congestion overflow total is 0.

Among all flip-flop cells after synthesis, the most frequent one is sky130_fd_sc_hd__edfxtp_1. The total clock buffers created by CTS is 9. The via count of the first global-routing pass was 1,724.

The number of H-tree levels is 3. The count of buffers added by post-CTS timing repair for setup is 0. The ratio of final minimum period to clock period is 0.706.

The stat command in Yosys gives a chip area of 0.00303 mm². The initial antenna violation count is 0. The average cell area after synthesis is 14.5 µm². The data arrival time of the critical path is 3.12 ns.

The report counts max-capacitance violations totalling 0. The setup slack of the critical path after layout is 1.27 ns. The floorplan step set the die height to between 100 and 150 µm. According to the floorplan log, the row count is 36. The maximum operating frequency is roughly 330 MHz.

The cell sitting at the root of the clock tree is a sky130_fd_sc_hd__clkbuf_8. The worst voltage drop across the vdd grid is 0.244 mV. Counting the warning lines in the Yosys log gives 1. The total I/O pin count is 38. The transition time at the pin with the least slew margin is 0.807 ns. The kind of path behind the tightest hold check is flip-flop to flip-flop.

The largest driver fanout on the critical path is 12. Per the placement report, the placed cell count is 374. The worst setup skew after layout is 0.00789 ns. The share of the yosys chip area belonging to registers is 0.711. Per the STA report, the cell with the highest stage delay on the worst path is sky130_fd_sc_hd__dfstp_2. The initial standard-cell utilization of the core is 0.310.

TritonCTS built the clock tree. The total negative slack is 0 ns. The number of clock sinks seen by CTS is 73. The run finished with clean final reports. Relative to the synthesized area, the layout overhead comes to 23.6%. The chip occupies roughly 0.011 mm². The CTS clock-pin slew for the worst setup and hold paths is 0.08 ns.
[worst register-to-register path: cells and delay by family, from the launching register on]
kind | cells | cell delay [ns]
adders and majority gates | 2 | 0.59
buffers and inverters | 2 | 0.27
DFF | 1 | 0.65
muxes | 2 | 0.39
and+or+nand+nor | 3 | 0.89
[power breakdown]
group / leakage [nW] / switching, W / internal, W
combinational: 0.480 / 0.000371 / 0.000244
sequential: 0.698 / 0.0000916 / 0.000964
clock: 0.0929 / 0.000251 / 0.000266
total: 1.27 / 0.000714 / 0.00147
[final cells by class]
cell class / instances / area (µm²)
multi-input combinational: 122 / 813
inverter: 5 / 18.8
fill: 923 / 6030
tap: 133 / 166
clock buffer: 9 / 124
timing repair buffer: 41 / 398
sequential: 73 / 2150
clock inverter: 7 / 71.3
[path summary, 6_finish.rpt]
kind / from / end / slack [ns] / cells after the start
setup / recovery: countADCBits[0] / tempData[0] / 1.27 / 9
hold / removal: tempData[31] / data[31] / 0.44 / 0
setup reg to reg: countADCBits[0] / tempData[0] / 1.27 / 9
hold reg to reg: tempData[31] / data[31] / 0.44 / 0
max in group asynchronous: rst / countADCBits[2] / 3.12 / 1
min in group asynchronous: rst / s[3] / 0.84 / 1
[Yosys cell counts (2+ instances only)]
| cell type | n | area [µm²] |
|---|---|---|
| sky130_fd_sc_hd__and2_1 | 3 | 18.8 |
| sky130_fd_sc_hd__nor2b_1 | 2 | 12.5 |
| sky130_fd_sc_hd__o21ai_0 | 27 | 135 |
| sky130_fd_sc_hd__clkbuf_1 | 7 | 26.3 |
| sky130_fd_sc_hd__mux2_2 | 16 | 180 |
| sky130_fd_sc_hd__ha_1 | 4 | 50.1 |
| sky130_fd_sc_hd__nand2_1 | 11 | 41.3 |
| sky130_fd_sc_hd__nand3_1 | 9 | 45.0 |
| sky130_fd_sc_hd__o21bai_1 | 2 | 15.0 |
| sky130_fd_sc_hd__inv_1 | 5 | 18.8 |
| sky130_fd_sc_hd__nor2_1 | 17 | 63.8 |
| sky130_fd_sc_hd__edfxtp_1 | 64 | 1920 |
| sky130_fd_sc_hd__nand2b_1 | 9 | 56.3 |
| sky130_fd_sc_hd__a21oi_1 | 2 | 10.0 |
| sky130_fd_sc_hd__dfstp_2 | 6 | 158 |
| sky130_fd_sc_hd__and3_1 | 2 | 12.5 |
| sky130_fd_sc_hd__mux2i_1 | 3 | 30.0 |
| sky130_fd_sc_hd__xnor2_1 | 3 | 26.3 |
| sky130_fd_sc_hd__a32o_1 | 2 | 20.0 |
| sky130_fd_sc_hd__dfrtp_1 | 3 | 75.1 |
| sky130_fd_sc_hd__a22o_1 | 2 | 17.5 |
[flip-flops by register name (all words and copies together), names as in the netlist]
name and cells:
data 32, countADCBits 5, s 4, tempData 32
[logic make-up (layout without fill, tap and decap cells)]
logic type	count (synthesis)	count (layout)	share of synthesized area
adders and majority gates	4	4	0.0165
DFF	73	73	0.711
other	1	1	0.00124
AOI/OAI and AO/OA	35	35	0.0652
buffers and inverters	14	62	0.0211
xor gates and xnor gates	4	4	0.0116
muxes	20	20	0.0743
and+or+nand+nor	58	58	0.0995
[cell usage in the layout, fill, tap and decap left out, types with 2 or more instances in the layout]
master | Yosys | final
sky130_fd_sc_hd__nand2b_1 | 9 | 9
sky130_fd_sc_hd__a32o_1 | 2 | 2
sky130_fd_sc_hd__and2_1 | 3 | 3
sky130_fd_sc_hd__mux2_2 | 16 | 16
sky130_fd_sc_hd__buf_4 | 1 | 5
sky130_fd_sc_hd__clkdlybuf4s50_1 | 0 | 36
sky130_fd_sc_hd__dfrtp_1 | 3 | 3
sky130_fd_sc_hd__a21oi_1 | 2 | 2
sky130_fd_sc_hd__clkinvlp_4 | 0 | 2
sky130_fd_sc_hd__and3_1 | 2 | 2
sky130_fd_sc_hd__xnor2_1 | 3 | 3
sky130_fd_sc_hd__inv_1 | 5 | 5
sky130_fd_sc_hd__nor2b_1 | 2 | 2
sky130_fd_sc_hd__edfxtp_1 | 64 | 64
sky130_fd_sc_hd__nor2_1 | 17 | 17
sky130_fd_sc_hd__ha_1 | 4 | 4
sky130_fd_sc_hd__dfstp_2 | 6 | 6
sky130_fd_sc_hd__nand3_1 | 9 | 9
sky130_fd_sc_hd__o21ai_0 | 27 | 27
sky130_fd_sc_hd__a22o_1 | 2 | 2
sky130_fd_sc_hd__clkinv_4 | 0 | 2
sky130_fd_sc_hd__o21bai_1 | 2 | 2
sky130_fd_sc_hd__nand2_1 | 11 | 11
sky130_fd_sc_hd__mux2i_1 | 3 | 3
sky130_fd_sc_hd__clkbuf_8 | 0 | 9
[through the flow]
step / hold slack [ns] / instance area [µm²]
6_report: 0.441 / 3750
5_1_grt: 0.458 / 3750
4_1_cts: 0.444 / 3750
3_5_place_dp: 0.433 / 3550
3_3_place_gp: 0.427 / 3550
2_1_floorplan: 0.420 / 3030
[routing by layer]
layer  GRT usage  up-vias  share of wire  wire length (µm)
li1            -      847              -                 -
met3      0.0351        9          0.052               259
met5           0        -              0                 0
met2       0.153       53           0.44              2190
met1       0.177      818           0.49              2440
met4      0.0154        0          0.012                59
Power and IR drop assume default switching activity.
