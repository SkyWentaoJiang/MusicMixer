$ cat flow/config.mk
export PLATFORM = sky130hd
export DESIGN_NAME = AudioDAC
export DESIGN_NICKNAME = AudioDAC
export VERILOG_FILES = /design/flow/design.v
export SDC_FILE = /design/flow/constraint.sdc
export NUM_CORES = 4
export LEC_CHECK = 1
export CORE_UTILIZATION = 40
$ cat flow/constraint.sdc
current_design AudioDAC

set clk_period 4.5
set clk_io_pct 0.2

create_clock -name clk0 -period $clk_period [get_ports {AUD_BCLK}]

set non_clock_inputs [all_inputs -no_clocks]
set_input_delay [expr $clk_period * $clk_io_pct] -clock clk0 $non_clock_inputs
set_output_delay [expr $clk_period * $clk_io_pct] -clock clk0 [all_outputs]
$ cat flow/design.v
module AudioDAC(
input clk, 
input rst, 
input AUD_BCLK, 
input AUD_DACLRCK, 
input [31:0]data, 
output reg done, 
output reg AUD_DACDAT 
);
parameter 
START = 4'd0,
WAIT = 4'd1,
BITS = 4'd2,
DONE = 4'd3,
BAD = 4'd4;
reg [3:0]s;
reg [3:0]ns;
reg [4:0]countDACBits;
initial countDACBits = 5'd31;
reg [31:0]dataCopy;
always @ (posedge AUD_BCLK or negedge rst)
begin
	if(rst == 0)
		begin
			s <= START;
			countDACBits <= 5'd31;
		end
	else
		begin
			s <= ns;
			case(s)
				WAIT:
					begin
						if(AUD_DACLRCK == 1)
							dataCopy <= data;
					end
				BITS:
					begin
						countDACBits <= countDACBits - 5'd1;
					end	
				DONE:
					begin
						countDACBits <= 5'd31;
					end
			endcase
		end
end
always @ (*)
begin
	done = 1'b0;
	case (s)
		START:
			begin
				ns = WAIT;
			end
		WAIT:
			begin
				ns = WAIT;
				if(AUD_DACLRCK == 1)
					ns = BITS;
			end
		BITS:
			begin
				ns = BITS;
				if(countDACBits == 0)
					ns = DONE;
			end
		DONE:
			begin
				done = 1'b1;
				ns = WAIT;
			end
		BAD:
			begin
				ns = BAD;
			end
		default:
			begin
				ns = BAD;
			end
	endcase
end
always @ (*)
begin
	AUD_DACDAT = dataCopy[countDACBits];
end
endmodule
$ cat flow/run.sh
#!/bin/bash
# OpenROAD 26Q1-2900-gdf79404cd8, Yosys 0.63+post, stock flow scripts
make -C /OpenROAD-flow-scripts/flow DESIGN_CONFIG=/design/flow/config.mk WORK_HOME=/design/flow/orfs finish
==> impl_metrics.tcl <==
# implementation run metrics
set metrics [dict create \
    synth_flops 41 \
    crit_end "AUD_DACDAT" \
    worst-path-max-fanout 18 \
    io_buffers 36 \
    crit_type "reg -> out" \
    synthAdderAreaFrac_pct 0.750 \
    worstHoldPathCells 1 \
    num_antenna_cells 0 \
    r2r-end "countDACBits[4]$_DFFE_PN1P_" \
    wirelength_um 2570 \
    most_common_cell "edfxtp_1" \
    ant_nets 0 \
    max_freq_ghz 0.313 \
    fp_util_pct 41.7 \
    slew_headroom_pct 52.8 \
    clock_path_buffers 2 \
    htree_levels 2 \
    worst_pin_slew_ps 709 \
    critPathLaunch "countDACBits[1]$_DFFE_PN1P_" \
    sw_frac_of_total_pct 29.1 \
    holdCritPathClass "reg -> reg" \
    drcViolationCount 0 \
    fp.dieH_um 66.6 \
    common_cells "edfxtp_1, mux2i_1, dfstp_2" \
    edf_count 32 \
    place.gp.congestion 0.791 \
    rows 23 \
    synth_warnings 1 \
    worstPathArrival_ps 2290 \
    cts_root_buffer "clkbuf_8" \
    busiest_layer "met1" \
    simple_gate_area_share_pct 7.80 \
    worstSetupStartpointType "flip-flop" \
    ys_cells 108 \
    top_cell_area_share_pct 57.6 \
    ys_area_um2 1670 \
    clock_latency_ps 280 \
    grt_pass1_wl_um 4280 \
    power_frac_clock_pct 20.7 \
    grt_use_total_pct 14.2 \
    io_pins 38 \
    cts_sinks 41 \
    synth-compound-area-share_pct 5.85 \
    chipArea_um2 4430 \
    rsz0062_at_grt "no" \
    timing.rr.start "countDACBits[1]$_DFFE_PN1P_" \
    syn-cell-area_um2 1670 \
    power.internal_uw 741 \
    cts_hold_buf 0 \
    async_flop_share_pct 22.0 \
    cts_tree "built" \
    die_x_um 66.6 \
    synth.logic.top_family "multiplexers" \
    cts.clk_slew.worst_paths_ps 70 \
    irDropWorstVdd_v 0.000219 \
    gr-total-overflow 0 \
    cts_setup_buffers 0 \
    viasPerCell 4.83 \
    max_stage_delay_ps 860 \
    setup_tns_ps 0 \
    power.density_nw_per_um2 487 \
    area_growth_pct 28.6 \
    via_count 965 \
    gr-usage-met1_pct 23.0 \
    drtIter0Drc 46 \
    period_used_pct 71.0 \
    mux_share_pct 9.60 \
    cts_buffers 5 \
    grt_max_degree 19 \
    r2r_slack_ps 2490 \
    ys_seq_share_pct 71.5 \
    p_seq_share_pct 51.9 \
    maxCapViolations 0 \
    core_area_um2 4000 \
    ctsResizeCount 0 \
    period_needed_ps 3190 \
    grt_pass1_vias 992 \
    finClkSkew_ps 2.94 \
    r2r_cells 5 \
    antenna_found_initial 0 \
    drv_slew 0 \
    met3_usage_pct 3.82 \
    cp-end-kind "output pin" \
    finalInstanceArea_um2 2150 \
    cp_slowest_cell "dfstp_2" \
    nFillCells 313 \
    ys_types 27 \
    crit_chain "mux2i_1 -> a211oi_1 -> nand3_1 -> nand4_1 -> clkdlybuf4s50_1" \
    syn_area_per_cell_um2 15.5 \
    hpwl_um 1830 \
    synth-main-ff-cell "edfxtp_1" \
    status "finished, final reports clean" \
    place_ws_ps 1440 \
    warnings 26 \
    combPwrFrac_pct 27.4 \
    drtPass1Iterations 4 \
    crit_required_ps 3600 \
    synth-xor-area-share_pct 1.05 \
    timing.hold.ws_ps 543 \
    finalSetupViolations 0 \
    layout-drive-gt1-share_pct 8.67 \
    p_leak_uw 0.000811 \
    synthCells 108 \
    use_met2_pct 21.6 \
    synthTopCellsByArea "edfxtp_1, mux2i_1, dfstp_2, dfrtp_1, a22oi_1" \
    hold_viol 0 \
    place_area_um2 2060 \
    wire_per_inst_um 12.8 \
    layout_setup_ws_ps 1310 \
    switchingPower_uw 304 \
    top_area_cell "edfxtp_1" \
]
[per-stage QoR]
stage | util (%) | total power [uW] | std cells
6_report | 53.6 | 1040 | 200
5_1_grt | 53.6 | 1110 | 200
4_1_cts | 53.6 | 1060 | 200
3_5_place_dp | 51.6 | 839 | 192
3_3_place_gp | 51.6 | 835 | 192
2_1_floorplan | - | 755 | 108
[logic make-up after synthesis]
family	after synthesis
AND-OR/OR-AND	14
AND/OR/NAND/NOR	25
multiplexers	16
buffers and inverters	8
XOR/XNOR	2
other	1
flip-flops	41
adder cells (fa/ha/maj)	1
[critical path: cells and delay by family (launching register included)]
family          cells  cell delay (ps)
simple gates        2              200
buf+inv             1              470
compound gates      1              300
mux                 1              180
flops               1              860
[layout by cell type, fill, tap and decap left out, types with 3 or more instances in the layout]
cell type / instances
inv_1: 5
and3_1: 3
nor2_1: 3
edfxtp_1: 32
nand3_1: 5
a22oi_1: 5
nand2b_1: 3
clkbuf_8: 5
nor2b_1: 3
mux2i_1: 16
dfstp_2: 6
clkdlybuf4s50_1: 36
a211oi_1: 3
nand2_1: 5
dfrtp_1: 3
[area by class of cell]
type | instances | area, um2 | area share [%]
sequential | 41 | 1190 | 55.6
inverter | 5 | 18.8 | 0.875
timing repair buffer | 37 | 368 | 17.1
clock inverter | 3 | 12.5 | 0.583
clock buffer | 5 | 68.8 | 3.21
tap | 50 | 62.6 | 2.92
multi-input combinational | 59 | 422 | 19.7
[power by group through the flow]
stage         Clock, uW  Sequential, uW  Combinational [uW]
CTS                 226             545                 289
global route        243             553                 317
finish              217             542                 286
[worst min path at each step]
stage / to / start / slack (ps)
finish: s[2]$_DFF_PN0_ / s[3]$_DFF_PN0_ / 540
global route: s[2]$_DFF_PN0_ / s[3]$_DFF_PN0_ / 560
CTS: s[2]$_DFF_PN0_ / s[3]$_DFF_PN0_ / 540
[layer usage]
metal	share of wire, %	up-vias
met5	0	-
met2	48	30
met3	5.2	6
li1	-	482
met4	1.9	0
met1	45	447
[registers in the layout, summed over array words and instances (netlist names)]
name	flops
s	4
countDACBits	5
dataCopy	32
Power figures rest on the tool's default switching activity, not on a simulated workload.
